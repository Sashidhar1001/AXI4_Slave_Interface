$ cat flow/config.mk
export PLATFORM = sky130hd
export DESIGN_NAME = AXI4
export DESIGN_NICKNAME = AXI4
export VERILOG_FILES = /design/flow/design.v
export SDC_FILE = /design/flow/constraint.sdc
export NUM_CORES = 4
export LEC_CHECK = 1
export CORE_AREA = 10 10 70 70
export DIE_AREA = 0 0 80 80
$ cat flow/constraint.sdc
current_design AXI4

set clk_period 1.6
set clk_io_pct 0.2

create_clock -name clk0 -period $clk_period [get_ports {CLK}]

set non_clock_inputs [all_inputs -no_clocks]
set_input_delay [expr $clk_period * $clk_io_pct] -clock clk0 $non_clock_inputs
set_output_delay [expr $clk_period * $clk_io_pct] -clock clk0 [all_outputs]
$ cat flow/design.v
module AXI4( input CLK,
             input RESET,
             input [15:0] W_DATA,  
             input W_VALID,  
             input [4:0] A_W_ADDR,  
             input A_W_VALID,  
             input [4:0] A_R_ADDR,  
             input A_R_VALID,  
             input R_READY,  
             input B_READY, 
             output reg W_READY, 
             output reg A_W_READY,  
             output reg B_VALID,  
             output reg[1:0] B_RESP,  
             output reg A_R_READY,  
             output reg [15:0] R_DATA,  
             output reg R_VALID,   
             output reg RRSEP  
            );
      reg [15:0] memory [31:0];
      integer i;
      parameter [1:0] IDLE_State_read = 2'b00;
      parameter [1:0] IDLE_State_write = 2'b00; 
      parameter [1:0] WRITE_ADDRESS_AND_DATA_State = 2'b01;
      parameter [1:0] WRITE_RESPONSE_State = 2'b10;
      parameter [1:0] READ_ADDRESS_AND_DATA_State = 2'b11;
      reg [2:0] present_state_read;
      reg [2:0] next_state_read;
      reg [2:0] next_state_write;
      reg [2:0] present_state_write;
      reg [4:0] A_R_ADDR_copy; 
      reg [4:0] A_W_ADDR_copy;
      always @ (posedge CLK  or posedge RESET)  
      begin 
          if(RESET == 1'b1) 
          begin
              A_R_READY     <= 1'b0;
              R_DATA        <= 16'b0;
              R_VALID       <= 1'b0;
              RRSEP         <= 1'b0;
              A_R_ADDR_copy <= 5'b0;
              for( i=0;i<32;i = i+1)
              begin
                  memory[i] <= {16{1'b0}}; 
              end
              present_state_read <= IDLE_State_read;
              next_state_read    <= IDLE_State_read;               
          end
          else  
          begin
              case(next_state_read)
              IDLE_State_read : begin
                              if(A_R_VALID == 1'b1)
                              begin
                                  A_R_ADDR_copy   <= A_R_ADDR;
                                  next_state_read <= READ_ADDRESS_AND_DATA_State; 
                                  A_R_READY       <= 1'b1;
                              end
                              else
                              begin
                                  next_state_read <= IDLE_State_read;
                              end
                           end
             READ_ADDRESS_AND_DATA_State: begin
                                              A_R_READY  <= 1'b0;
                                              R_VALID    <= 1'b1;
                                              R_DATA          <=      memory[A_R_ADDR_copy];  
                                              if(R_READY == 1'b1)
                                                  begin
                                                      next_state_read <= IDLE_State_read;
                                                      R_VALID <= 1'b0;
                                                  end
                                              else
                                                  begin
                                                      next_state_read <= READ_ADDRESS_AND_DATA_State;    
                                                  end
                                          end
              endcase
          end
      end
      always @ (posedge CLK  or posedge RESET)  
      begin
          if(RESET == 1'b1) 
          begin
              W_READY       <= 1'b0;
              A_W_READY     <= 1'b0;
              B_VALID       <= 1'b0;
              B_RESP        <= 2'b11;
              A_W_ADDR_copy <= 5'b0; 
              present_state_write <= IDLE_State_write;
              next_state_write    <= IDLE_State_write; 
          end    
          else  
          begin
              case(next_state_write)
              IDLE_State_write : begin
                                 B_RESP  <= 2'b11;
                                 if(A_W_VALID == 1'b1)
                                 begin
                                   A_W_READY        <= 1'b1;
                                   A_W_ADDR_copy    <= A_W_ADDR;
                                   next_state_write <= WRITE_ADDRESS_AND_DATA_State;
                                end
                                else
                                begin
                                  next_state_write <= IDLE_State_write;
                                end
                               end
              WRITE_ADDRESS_AND_DATA_State : begin
                                         A_W_READY <= 1'b0;
                                         if(W_VALID == 1'b1)
                                         begin
                                              W_READY               <= 1'b1;
                                              memory[A_W_ADDR_copy] <= W_DATA;
                                              next_state_write      <= WRITE_RESPONSE_State;
                                         end
                                         else
                                         begin
                                              next_state_write <= WRITE_ADDRESS_AND_DATA_State;
                                         end
                                    end
              WRITE_RESPONSE_State : begin
                                          W_READY <= 1'b0;
                                          B_VALID <= 1'b1;
                                          B_RESP  <= 2'b00;
                                          if(B_READY == 1'b1)
                                          begin
                                             B_VALID          <= 1'b0;
                                             next_state_write <= IDLE_State_write;
                                          end 
                                          else
                                          begin
                                              next_state_write <= WRITE_RESPONSE_State;
                                          end
                                     end
              endcase   
          end
       end
endmodule
$ cat flow/run.sh
#!/bin/bash
# OpenROAD 26Q1-2900-gdf79404cd8, Yosys 0.63+post, stock flow scripts
make -C /OpenROAD-flow-scripts/flow DESIGN_CONFIG=/design/flow/config.mk WORK_HOME=/design/flow/orfs finish
==> ci_impl_report.md <==
### Metrics collected by this job

| Metric | Value |
|---|---|
| Status | `finished, final reports clean` |
| FF-to-FF End | `next_state_read[0]$_DFF_PP1_` |
| Final Cell Area | `705.7 um^2` |
| Global-route usage over all layers | `0.03289` |
| Clk sinks | `11` |
| Combinational Power Share | `0.289` |
| Placed inst area | `674.4 um^2` |
| Mapped Avg Cell Area | `9.363 um^2` |
| Hold Vio Cnt, Final | `0` |
| Vias per inst | `3.041` |
| Worst-path clk slew | `0.07 ns` |
| Core ar. | `3416 um^2` |
| WL final | `1128 um` |
| Min-delay worst type | `input pin to asynchronous set/reset pin` |
| Seq share, synth | `0.4967` |
| LEAKAGE | `0.3279 nW` |
| Share of cells above drive strength 1 | `0.08000` |
| Yosys Chip Area | `561.8 um^2` |
| Layout Skew | `0.0007458 ns` |
| Part of the power in the clock network | `0.201` |
| Fillers | `385` |
| Global-route wire length before repair | `1690 um` |
| Pwr dens | `1283 nW/um^2` |
| Min Tclk post-route | `1.427 ns` |
| Yosys top cell by area | `dfrtp_1` |
| Post-CTS Setup Inserts | `0` |
| # H-tree levels | `1` |
| NetSw | `0.0002322 W` |
| Cell Area, Synth | `561.8 um^2` |
| Number of global-route vias before repair | `367` |
| CP delay by family, top | `buffers and inverters` |
| Reg2Reg Depth | `2` |
| Largest net degree at the start of global routing | `12` |
| Reg area | `279.0 um^2` |
| Cells after Synth | `60` |
| FP Core Util | `0.1645` |
| Chip area | `6400 um^2` |
| Sw frac | `0.2565` |
| # rows | `21` |
| Detailed-route via count | `368` |
| Synth warn | `1026` |
| Maxcap violations | `0` |
| Final core occ | `0.2066` |
| Worst r2r src | `next_state_read[0]$_DFF_PP1_` |
| CP Launch Type | `register` |
| ANT nets after route | `0` |
| Crit Path Class | `register to output pin` |
| Distinct lib cells used | `13` |
| Final Max Tran Viols | `0` |
| Avg WL per Cell | `9.322 um` |
| Synth Register Bits | `11` |
| P&R area growth vs syn | `25.61%` |
| Sequential Power Share | `0.509` |
| Clock buffer count from CTS | `3` |
| Crit Path Max Fanout | `3` |
| Internal power | `0.0006731 W` |
| CP bufs+invs | `1` |
| Slowest CP cell | `clkdlybuf4s50_1` |
| Worst-skew pair later-pin latency | `0.26 ns` |
| # diodes | `0` |
| Top-level I/O count | `57` |
| Die width | `80 um` |
| Finish-stage setup viols | `0` |
| First-pass detailed-route iteration total | `4` |
| Ys cells | `60` |
| Initial antenna violation count | `0` |
| R2R Setup Slk | `0.77 ns` |
| Crit end category | `output pin` |
| CP peak stage delay | `0.48 ns` |
| Total global routing overflow | `0` |
| Worst vdd ir | `0.6050 mV` |
| Max Freq | `0.7006 GHz` |
| Unrepaired setup endpoints after global routing | `no` |
| Max Root-Sink Buffers | `2` |
| Top cells excl fill/tap | `17 x conb_1, 11 x clkdlybuf4s50_1, 8 x dfrtp_1` |
| DRC viols | `0` |
| Multi-input gate area | `185.2 um^2` |
| Worst Path Arrival | `1.11 ns` |
| Routability congestion estimate | `0.7436` |
| Commonest Layout Cell | `conb_1` |
| DR iter-0 viols | `12` |
| Top-area cell share | `0.3563` |
| Post-DP HPWL | `931 um` |
| Root Buffer | `clkbuf_4` |
| Tcrit/Tclk final | `0.8921` |
| Chip height | `80 um` |
| Main area contributors | `dfrtp_1 36%, buf_4 24%, dfstp_2 14%, o21ai_1 5.3%, inv_1 4.0%` |
| CP Cell Sequence | `clkdlybuf4s50_1` |
| IO Port Bufs | `13` |
| Log Warnings | `51` |
| Setup_tns | `0 ns` |
| Required time of the critical path | `1.28 ns` |
| CTS tree | `built` |
layer usage:
layer | vias to the layer above | routed length (um) | GRT usage
met1 | 156 | 520 | 0.04277
met4 | 0 | 4 | 0.001761
met3 | 2 | 139 | 0.02614
li1 | 186 | - | -
met2 | 24 | 465 | 0.04334
met5 | - | 0 | 0
cell usage after synthesis:
library cell	n
inv_1	6
conb_1	1
a21oi_1	3
nand2_1	6
o21ai_1	6
nand2b_1	1
dfrtp_1	8
buf_4	18
dfstp_2	3
nor2_1	2
nand3b_1	3
o21a_1	1
o21ai_0	2
power by group through the flow:
stage / registers [W] / clock network [W] / logic (W)
after CTS: 0.000464 / 0.000192 / 0.000282
after global routing: 0.000477 / 0.000217 / 0.000300
final: 0.000461 / 0.000182 / 0.000262
repair_timing:
item                       4_1_cts  5_1_grt
hold buffers                     0        0
hold endpoints to repair         0        0
setup endpoints to repair        0        2
resized                          0        2
kinds of logic (layout without fill, tap and decap cells):
logic type | after synthesis | in the layout | synth area share
AND/OR/NAND/NOR | 12 | 12 | 0.1047
buffers and inverters | 24 | 23 | 0.2806
other | 1 | 17 | 0.006675
AND-OR/OR-AND | 12 | 12 | 0.1114
flip-flops | 11 | 11 | 0.4967
worst max-delay path by stage:
stage | start | to | slack [ns] | cells after the start
final | A_R_READY$_DFFE_PP0P_ | A_R_READY | 0.17 | 1
after global routing | A_R_READY$_DFFE_PP0P_ | A_R_READY | 0.10 | 1
after CTS | B_RESP[0]$_DFFE_PP1P_ | B_RESP[0] | 0.001 | 1
flip-flops by register name, indices dropped and copies added (netlist names):
name,count
A_W_READY,1
next_state_write,3
W_READY,1
A_R_READY,1
R_VALID,1
next_state_read,2
B_VALID,1
B_RESP,1
metrics by stage:
step | setup WS [ns] | power, W | hold slack (ns) | cells
2_1_floorplan | 0.6963 | 0.0005658 | 0.1703 | 76
3_3_place_gp | 0.2983 | 0.0007396 | 0.4640 | 117
3_5_place_dp | 0.2943 | 0.0007482 | 0.4735 | 117
4_1_cts | 0.001083 | 0.0009376 | 0.3610 | 121
5_1_grt | 0.1005 | 0.0009940 | 0.3777 | 121
6_report | 0.1726 | 0.0009053 | 0.3461 | 121
final cells by class:
class | instances | share of cell area
flip-flops and latches | 11 | 0.3954
multi-input cells | 41 | 0.2624
repair buffers | 13 | 0.1915
well taps | 46 | 0.08156
clock buffers | 4 | 0.03723
inverters | 6 | 0.03191
Power is estimated from default activity; no workload was simulated.
